**/design/flow/config.mk**
```make
export PLATFORM = sky130hd
export DESIGN_NAME = Store
export DESIGN_NICKNAME = Store
export VERILOG_FILES = /design/flow/design.v
export SDC_FILE = /design/flow/constraint.sdc
export NUM_CORES = 4
export LEC_CHECK = 1
export CORE_AREA = 10 10 88 88
export DIE_AREA = 0 0 98 98
```
**/design/flow/constraint.sdc**
```tcl
current_design Store

set clk_period 3.5
set clk_io_pct 0.2

create_clock -name clk0 -period $clk_period

set non_clock_inputs [all_inputs -no_clocks]
set_input_delay [expr $clk_period * $clk_io_pct] -clock clk0 $non_clock_inputs
set_output_delay [expr $clk_period * $clk_io_pct] -clock clk0 [all_outputs]
```
**/design/flow/design.v**
```verilog
module Store(input logic [2:0] func3, input logic [63:0] regLD, input logic[63:0] regBase, output logic [63:0] regWR);
always_comb begin
	case (func3)
		3'b111: begin
			regWR = regBase;
		end
		3'b010: begin
			regWR[31:0] = regBase[31:0];
			regWR[63:32] = regLD[63:32];
		end
		3'b001: begin
			regWR[15:0] = regBase[15:0];
			regWR[63:16] = regLD[63:16];
		end
		3'b000: begin
			regWR[7:0] = regBase[7:0];
			regWR[63:8] = regLD[63:8];
		end
		default : regWR = 64'b0000000000000000000000000000000000000000000000000000000000000000;
	endcase
end
endmodule: Store
```
**/design/flow/run.sh**
```bash
#!/bin/bash
# OpenROAD 26Q1-2900-gdf79404cd8, Yosys 0.63+post, stock flow scripts
make -C /OpenROAD-flow-scripts/flow DESIGN_CONFIG=/design/flow/config.mk WORK_HOME=/design/flow/orfs finish
```
==> results.toml <==
# synthesis and place-and-route metrics
[run_status]
status = "finished, final reports clean"

[route]
drt_iter0_drc = 27
drc = 0
postRouteWirelength_um = 6740
first_pass_iters = 4
vias = 1799
wl_per_cell_um = 16.7
ant_nets = 0
routed_via_density = 4.45
antenna-diode-count = 0

[placement]
portBuffers = 187
place.gp.congestion = 0.802
preCtsSetupSlack_ns = 0.154
post-dp-hpwl_um = 5810
placed_cells = 404
placed_area_um2 = 2910

[hold_path]
holdCritPathClass = "in2out"

[power]
total_leakage_power_nw = 1.02
switchingPower_mw = 0.0885
ir_drop_v = 0.0000616
internal-power_mw = 0.255
share_clk_of_total_power = 0
switching_share = 0.257
p_per_area_nw_per_um2 = 118
comb_power_share = 1.000
p_seq_frac = 0

[grt]
grt_pass1_vias = 1881
grt_max_degree = 37
grt_overflow = 0
grt_use_total = 0.130
grt_first_pass_wirelength_um = 10500
antenna_found_initial = 0

[flow_run]
max_cap_violations = 0
tool_warnings = 40

[sta]
finalCritPeriodShare = 0.958
period_needed_ns = 3.35
fmax_mhz = 298
max_slew_margin = 0.484
rsz0062_at_grt = "false"
report.final.slew_viol_count = 0
worst_slew_pin_slew_ns = 0.770
hold_viol = 0
layout_setup_ws_ns = 0.146
finalSetupViolCount = 0
setup-tns-final_ns = 0

[layout]
area_growth_syn_to_layout_pct = 191
final_core_util = 0.492
fill_cells = 617
design.seq.count = 0
nClkBuffers = 0
post_layout_nonfiller_instances = 404
layout.area.comb_um2 = 880
fin_area_um2 = 2910
drive_gt1_frac = 0.0365
ff_latch_area_um2 = 0

[yosys]
ys_top_cells_by_count = "nand2b_1 (32), nand3_1 (32), o21ai_0 (27)"
synth_top_area_share = 0.200
syn_area_um2 = 1000
ys_warn_count = 1
synthTopCellsByArea = "nand2b_1 (20%), a32o_1 (16%), nand3_1 (16%), o21ai_0 (14%), a22o_1 (7.0%)"
ys_cells = 155
postSynthSeqShare = 0
synth_top_cell_by_area = "nand2b_1"
synth_cell_types = 18
postSynthAreaPerCell_um2 = 6.46
ys_chip_area_um2 = 1000
synth_cells = 155

[critical_path]
critPathRequiredTime_ns = 2.80
critPathLaunchType = "primary input"
crit_end = "regWR[25]"
crit_chain = "clkdlybuf4s50_1, xnor2_2, a32o_1, clkdlybuf4s50_1"
critPathMaxStageDelay_ns = 0.68
worstSetupStartpoint = "func3[0]"
crit_path_end_kind = "primary output"
critPathSlowestCell = "xnor2_2"
cp.arrival_ns = 2.65
crit_fanout = 16
critPathKind = "in2out"
crit_top_cell = "clkdlybuf4s50_1"

[die]
dieArea_um2 = 9600
die_y_um = 98
pin_count = 195
core_um2 = 5920
rows = 28
fp-utilization = 0.169
chipWidth_um = 98

[clock_tree]
cts_hold_repair.buffers = 0
cts-resized-gates = 0
postCtsSetupBuffers = 0
==> cell type report <==
cell class         instances  share of cell area
multi-input cells        136               0.302
repair buffers           193               0.666
well taps                 75              0.0322
==> worst min-delay path by stage <==
stage | from | to | cells after the start
global route | regBase[0] | regWR[0] | 3
finish | regLD[61] | regWR[61] | 4
CTS | regLD[60] | regWR[60] | 4
==> layer usage <==
metal	share of wire	wire, um	vias up	global-route usage
met2	0.42	2850	124	0.205
met1	0.40	2730	748	0.151
li1	-	-	925	-
met3	0.17	1120	2	0.0853
met5	0	0	-	0
met4	0.0052	35	0	0.00559
==> power by group through the flow <==
stage | registers [mW] | logic (mW) | clock network [mW]
after CTS | 0 | 0.350 | 0
final | 0 | 0.344 | 0
after global routing | 0 | 0.377 | 0
==> worst max-delay path: cells and delay by family <==
| kind | cells | cell delay (ns) |
|---|---|---|
| compound gates | 1 | 0.27 |
| xor+xnor | 1 | 0.68 |
| buf+inv | 2 | 1.00 |
==> logic make-up (layout without fill, tap and decap cells) <==
logic type / Yosys count / count (layout) / share of synthesized area
compound gates: 57 / 57 / 0.399
xor+xnor: 3 / 3 / 0.0413
simple gates: 76 / 76 / 0.437
buf+inv: 19 / 193 / 0.122
==> placed cells by master, fill, tap and decap left out, types with 4 or more instances in the layout <==
cell,count
a22o_1,8
a32o_1,16
and2_1,8
buf_4,4
clkdlybuf4s50_1,186
nand2b_1,32
nand3_1,32
o21ai_0,27
o21ai_1,5
==> stage by stage <==
step / power, mW / hold slack (ns)
floorplan: 0.0867 / 1.47
finish: 0.344 / 2.31
CTS: 0.350 / 2.32
global route: 0.377 / 2.34
detailed placement: 0.348 / 2.32
global placement: 0.348 / 2.32
Power is estimated from default activity; no workload was simulated.
