File: /design/flow/config.mk
export PLATFORM = sky130hd
export DESIGN_NAME = mux
export DESIGN_NICKNAME = mux
export VERILOG_FILES = /design/flow/design.v
export SDC_FILE = /design/flow/constraint.sdc
export NUM_CORES = 4
export LEC_CHECK = 1
export CORE_AREA = 10 10 131 131
export DIE_AREA = 0 0 141 141
File: /design/flow/constraint.sdc
current_design mux

set clk_period 1.5
set clk_io_pct 0.2

create_clock -name clk0 -period $clk_period

set non_clock_inputs [all_inputs -no_clocks]
set_input_delay [expr $clk_period * $clk_io_pct] -clock clk0 $non_clock_inputs
set_output_delay [expr $clk_period * $clk_io_pct] -clock clk0 [all_outputs]
File: /design/flow/design.v
module mux(
	input logic [1:0] sel,
	input logic [63:0] e1,
	input logic [63:0] e2,
	input logic [63:0] e3,
	input logic [63:0] e4,
	output logic [63:0] f
);
always_comb begin
	case(sel)
		2'b00: begin
			f = e1;
		end
		2'b01: begin
			f = e2;
		end
		2'b10: begin
			f = e3;
		end
		2'b11: begin
			f = e4;
		end
	endcase 
end
endmodule: mux
File: /design/flow/run.sh
#!/bin/bash
# OpenROAD 26Q1-2900-gdf79404cd8, Yosys 0.63+post, stock flow scripts
make -C /OpenROAD-flow-scripts/flow DESIGN_CONFIG=/design/flow/config.mk WORK_HOME=/design/flow/orfs finish
==> metrics.yaml <==
place:
  dp_cells: 587
  place_congestion: 0.890
  placed_area_um2: 5120
  hpwl_mm: 11.9
  pre_cts_slack_ps: -576
  portBuffers: 322
floorplan:
  die_w_um: 141
  coreArea_um2: 14400
  fp.dieH_um: 141
  std_cell_rows: 44
  io_pins: 322
  fp_util_pct: 11.3
  chipArea_um2: 19900
timing:
  max_freq_mhz: 588
  whs_ps: 1080
  rsz0062_at_grt: "true"
  setup_viol: 64
  hold_viol: 0
  layout_setup_ws_ps: -202
  slew_violations: 0
  tightest_slew_ps: 194
  maxSlewHeadroom_pct: 87.1
  final.setup.tns_ps: -7680
  layout_min_cycle_time_ps: 1700
  post-route-period-util_pct: 113
worst_setup_path:
  critPathLaunchType: "input port"
  worst-path-max-fanout: 6
  crit_type: "in2out"
  required_ps: 1200
  cp-end-kind: "output port"
  cp.arrival_ps: 1400
power:
  irDropWorstVdd_mv: 0.121
  power_mw: 1.37
  leakage_nw: 2.16
  p_per_area_nw_per_um2: 268
routing:
  drt_iter0_drc: 38
  wl_per_cell_um: 22.5
  met3WireLength_mm: 1.92
  viasPerCell: 4.15
  drc: 0
  routed.top_layer: "met4"
  met2_length_mm: 6.62
  ant_nets: 0
  wirelength_mm: 13.8
  first_pass_iters: 4
  detailroute.via_count: 2534
  wl_met1_mm: 5.17
global_route:
  grt_max_degree: 32
  grt_usage_pct: 13.6
  grt_pass1_wl_mm: 20.2
  grt_pass1_vias: 2916
  gr-total-overflow: 0
  antenna_found_initial: 1
cells_and_area:
  layout_top_cell: "clkdlybuf4s50_1"
  area_growth_pct: 216
  design.seq.count: 0
  clkbuf_count: 0
  final_util_pct: 35.5
  layoutNonFillerInstCount: 610
  register_area_um2: 0
  final_cell_mix: "146 x clkdlybuf4s50_1, 109 x dlygate4sd2_1, 64 x mux4_2, 57 x buf_2, 17 x buf_6"
  final_area_um2: 5120
  drive_gt1_share_pct: 39.8
synth:
  syn_avg_cell_area_um2: 20.8
  ys_chip_area_um2: 1620
  synthCells: 78
  ys_types: 6
  ys_cells: 78
  synth_warnings: 1
  postSynthSeqShare_pct: 0
  netlist_area_um2: 1620
run:
  warnings: 34
  cap_viol_max_count: 0
outcome:
  failed_checks: "setup timing"
  outcome: "finished, violations left"
worst_hold_path:
  holdCritPathClass: "in2out"
clock_network:
  cts_hold_buf: 0
==> path summary, 6_finish.rpt <==
check | from | end | slack (ps) | cells after the start
worst max-delay path | sel[0] | f[56] | -200 | 6
worst min-delay path | e4[36] | f[36] | 1080 | 3
==> final cells by class <==
class	count	area, um2
fill	1419	9300
timing repair buffer	361	3450
multi-input combinational	64	1440
tap	184	230
antenna	1	2.50
==> where the power goes <==
group	internal, mW	switching (mW)
clock network	0.0000000892	0
registers	0	0
logic	1.04	0.339
total	1.04	0.339
==> cell usage after synthesis, drive strengths merged <==
master / count / share of area, %
buf: 13 / 9.9
clkbuf: 1 / 0.31
mux4: 64 / 90
==> what timing repair did <==
item                       CTS  global route
gates cloned                 5             0
gates resized              364            10
setup buffers               17             3
hold endpoints to repair     0             0
setup endpoints to repair   64            64
==> metal layers <==
layer  global-route usage [%]  vias up
met3                     7.33        2
met5                        0        -
met4                    0.326        0
li1                         -     1115
met2                     22.0      202
met1                     16.6     1215
==> critical path, stage by stage <==
cell and delay [ps]:
buf_16 110, buf_12 150, buf_8 110, buf_12 100, mux4_2 500, buf_2 140
==> kinds of logic (layout without fill, tap and decap cells) <==
logic type	Yosys count	count (layout)	synth area share (%)
muxes	64	64	89.7
buffers and inverters	14	361	10.3
other	0	1	0
No activity file was given, so power comes from the tool's default toggle rates.
